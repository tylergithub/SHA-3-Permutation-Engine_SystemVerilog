## /design/flow/config.mk

```make
export PLATFORM = sky130hd
export DESIGN_NAME = m55
export DESIGN_NICKNAME = m55
export VERILOG_FILES = /design/flow/design.v
export SDC_FILE = /design/flow/constraint.sdc
export NUM_CORES = 4
export LEC_CHECK = 1
export CORE_UTILIZATION = 30
```

## /design/flow/constraint.sdc

```tcl
current_design m55

set clk_period 184.4
set clk_io_pct 0.2

create_clock -name clk0 -period $clk_period [get_ports {clk}]

set non_clock_inputs [all_inputs -no_clocks]
set_input_delay [expr $clk_period * $clk_io_pct] -clock clk0 $non_clock_inputs
set_output_delay [expr $clk_period * $clk_io_pct] -clock clk0 [all_outputs]
```

## /design/flow/design.v

```verilog
`timescale 1ns / 10ps
module m55(input clk, input rst, input reg [2:0] rx,input reg [2:0] ry, output reg [63:0] rd,
    input reg [2:0] wx,input reg [2:0] wy, input reg wr, input reg [63:0] wd);
    reg [4:0][4:0][63:0] mdata;
    always @(*) begin
        rd<=#1 mdata[ry][rx];
    end
    always @(posedge(clk) or posedge(rst)) begin
        if(rst) begin
            mdata <= 64'hdeaddeaddeaddead;
        end else begin
            if(wr) begin
                mdata[wy][wx]<=#1 wd;
            end
        end
    end
endmodule : m55
```

## /design/flow/run.sh

```bash
#!/bin/bash
# OpenROAD 26Q1-2900-gdf79404cd8, Yosys 0.63+post, stock flow scripts
make -C /OpenROAD-flow-scripts/flow DESIGN_CONFIG=/design/flow/config.mk WORK_HOME=/design/flow/orfs finish
```

==> results.yml <==
# implementation run metrics
job:
  tool_warnings: 42
  maxCapViolCount: 0
floorplan:
  rows: 180
  dieHeight_um: 496
  core_mm2: 0.241
  fp_util: 0.303
  ios: 143
  die-width_um: 496
  chip_area_mm2: 0.246
finish:
  layout.area.comb_mm2: 0.0313
  seq_area_mm2: 0.0401
  top_register: "mdata"
  final_layout_top_logic_cells: "dfrtp_1, mux2_2, mux4_2"
  largest_register_ffs: 1600
  fill_cells: 22600
  final_common_cell: "dfrtp_1"
  top_regs: "mdata x1600"
  finalNonFillerCells: 7983
  syn_to_final_growth_pct: 14.6
  drive_gt1_frac: 0.519
power:
  combPwrFrac: 0.219
  swShare: 0.263
  power_density_mw_per_mm2: 12.9
  p_switching_uw: 284
  p_seq_frac: 0.461
  power_frac_clock: 0.320
  internal_power_uw: 795
  leakagePower_nw: 38.2
  peakVddDrop_mv: 0.0107
synthesis:
  synth.avg_cell_area_um2: 15.9
  flop_cell: "dfrtp_1"
  yosysTopAreaCell: "dfrtp_1"
  yosys_warnings: 1
  edf_count: 0
  ys_ff: 1600
  yosysChipArea_mm2: 0.0732
  ys_seq_frac: 0.548
  synth.cell_area_mm2: 0.0732
  synth.distinct_cells: 50
  synthCells: 4615
  top_cell_area_share: 0.532
  synthArstFlopShare: 1.00
  ys_cells: 4615
  area_leaders: "dfrtp_1, mux2_2, mux4_2, dfstp_2, clkbuf_1"
setup_path:
  required_ns: 147.52
  critPathMaxFanout: 38
  crit_family: "buffers and inverters"
  cp-start-kind: "input pin"
  reg2regPathDepth: 1
  slowest_stage: "fa_4"
  regToRegEndpoint: "mdata[86]$_DFFE_PP0P_"
  rrSetupSlack_ns: 183.61
  arrival_ns: 43.10
  cp_num_buf_inv: 6
  cp_cell_sequence: "clkdlybuf4s50_1 -> ha_4 -> fa_4 -> buf_4 -> buf_4 -> buf_4 -> buf_4 -> mux4_2 -> nand2_1 -> a21oi_1 -> a211oi_1 -> nor3_1 -> clkdlybuf4s50_1"
  crit_top_cell: "buf_4"
  cp-end-kind: "output pin"
  max_stage_delay_ns: 1.19
  timing.rr.start: "mdata[86]$_DFFE_PP0P_"
  worstSetupPathType: "in -> out"
global_routing:
  grt_max_degree: 131
  grt-ovfl-total: 0
  antenna_found_initial: 29
  grt_pass1_vias: 44700
  grt_pass1_wl_um: 305000
  grt_usage: 0.175
timing:
  timing.final.crit_share: 0.434
  finalClockSkew_ns: 0
  slew_headroom: 0.320
  post-route-min-period_ns: 79.98
  timing.setup.tns_ns: 0
  tightest_slew_ns: 1.02
  hold_viol_final: 0
  rsz0062_at_grt: "no"
  setup_ws_ns: 104.42
  max_freq_mhz: 12.5
  maxSlewViolCount: 0
  setup_violations: 0
placement:
  dp_hpwl_um: 111000
  port_buffers: 142
  numPlacedInstances: 7658
  gp_congestion: 0.797
  dp_slack_ns: 104.30
clocking:
  numCtsBuffers: 171
  clock_sinks: 1600
  post_cts_resized: 0
  clk_latency_ns: 0.79
  clockBufferDepth: 3
  cts_max_level: 4
  holdBufCountCts: 0
  cts_root_buf: "clkbuf_16"
  path_clk_slew_ns: 0.05
  cts_setup_buffers: 0
  cts_tree: "done"
worst_hold_path:
  hold-path-endpoint: "mdata[742]$_DFFE_PP0P_"
  whs_path_depth: 1
  min_from: "mdata[742]$_DFFE_PP0P_"
  hold_class: "reg -> reg"
detailed_routing:
  drt-pass1-iter-count: 4
  dr.max_layer_used: "met5"
  m1WireLength_um: 79500
  vias_per_cell: 5.13
  drt_iter0_drc: 2124
  drt-total-wl_um: 202000
  vias: 40900
  drc_errors: 0
  postRouteAntennaNets: 0
  met3_length_um: 19700
  drt-wirelength-per-cell_um: 25.3
  dr_wl_met2_um: 97700
run_status:
  status: "finished clean"
## power by group through the flow
| stage | combinational (mW) | clock [mW] | sequential [mW] |
|---|---|---|---|
| after CTS | 0.240 | 0.354 | 0.498 |
| after global routing | 0.257 | 0.367 | 0.511 |
| final | 0.236 | 0.345 | 0.498 |
## how the worst max path moves through the flow
stage,slack (ns),to,from,cells after the start
after CTS,104.30,rd[21],ry[0],13
final,104.42,rd[21],ry[0],13
after global routing,103.99,rd[20],ry[0],13
## stage by stage
step	hold slack [ns]	power [mW]	cell area, um2	utilization
after floorplan	0.452	0.677	73200	-
after global placement	0.463	0.734	78200	0.324
after detailed placement	0.470	0.742	78200	0.324
after CTS	0.484	1.09	83800	0.347
after global routing	0.498	1.14	83800	0.347
final	0.481	1.08	83800	0.347
## routing by layer
metal  GRT usage  up-vias
met5           0        -
met4      0.0372       18
met3      0.0763      295
met1       0.232    22000
met2       0.274     1345
li1            -    17300
## kinds of logic (layout without fill, tap and decap cells)
| kind of cell | count (synthesis) | in the layout | synth area share |
|---|---|---|---|
| DFF | 1600 | 1600 | 0.548 |
| xor gates and xnor gates | 12 | 12 | 0.00169 |
| buffers and inverters | 443 | 621 | 0.0264 |
| AOI/OAI and AO/OA | 151 | 151 | 0.0137 |
| adders and majority gates | 23 | 23 | 0.00404 |
| muxes | 2048 | 2048 | 0.384 |
| other | 0 | 5 | 0 |
| and+or+nand+nor | 338 | 338 | 0.0221 |
## synthesized netlist by cell type, types with 2 or more instances
master and number:
nand2b_1 4, dfrtp_1 1556, nor3_2 7, clkbuf_1 260, nor3b_1 2, nor4_4 8, o211ai_1 2, buf_6 12
mux2_2 1549, mux2_1 52, mux4_2 447, nand4_1 4, nand2_1 145, nor2_1 81, dfstp_2 44, nand3_1 10
inv_1 14, a21oi_1 68, and2_1 2, buf_4 6, a21o_1 3, xnor2_1 7, nor3_1 68, ha_1 22
xor2_1 4, nand3b_1 2, a211oi_1 64, buf_1 29, buf_2 122
## cell type report
type,instances,area share
antenna,5,0.000149
clock buffer,270,0.0605
clock inverter,50,0.00715
inverter,14,0.000716
multi-input combinational,2572,0.374
sequential,1600,0.478
tap,3185,0.0475
timing repair buffer,287,0.0322
Power is estimated from default activity; no workload was simulated.
